File: /design/flow/config.mk
export PLATFORM = sky130hd
export DESIGN_NAME = nvram
export DESIGN_NICKNAME = nvram
export VERILOG_FILES = /design/flow/design.v
export SDC_FILE = /design/flow/constraint.sdc
export NUM_CORES = 4
export LEC_CHECK = 1
export CORE_UTILIZATION = 40
File: /design/flow/constraint.sdc
current_design nvram

set clk_period 36.7
set clk_io_pct 0.2

create_clock -name clk0 -period $clk_period [get_ports {clk}]

set non_clock_inputs [all_inputs -no_clocks]
set_input_delay [expr $clk_period * $clk_io_pct] -clock clk0 $non_clock_inputs
set_output_delay [expr $clk_period * $clk_io_pct] -clock clk0 [all_outputs]
File: /design/flow/design.v
module nvram
#(
	parameter DUMPWIDTH=8,								 
	parameter CONFIGINDEX=3,								 
	parameter DUMPINDEX=4,								 
	parameter PAUSEPAD=4								 
)
(
	input										clk,
	input										paused,			 
	input										reset,
	input										autosave,		 
	input										ioctl_upload,
	output reg								ioctl_upload_req,
	input										ioctl_download,
	input										ioctl_wr,
	input		[24:0]						ioctl_addr,
	input		[7:0]							ioctl_index,
	output	[7:0]							ioctl_din,
	input		[7:0]							ioctl_dout,
	input										OSD_STATUS,
	output	[DUMPWIDTH-1:0]			nvram_address,
	input		[7:0]							nvram_data_out,
	output	reg							pause_cpu			 
);
wire				downloading_config;				 
reg				downloaded_config = 1'b0;		 
wire				downloading_dump;					 
reg				downloaded_dump = 1'b0;			 
wire				uploading_dump;					 
reg				extracting_dump = 1'b0;			 
assign downloading_config = ioctl_download && (ioctl_index==CONFIGINDEX);
assign downloading_dump = ioctl_download && (ioctl_index==DUMPINDEX);
assign uploading_dump = ioctl_upload && (ioctl_index==DUMPINDEX);
localparam SM_STATEWIDTH	 = 3;				 
localparam SM_IDLE	 = 0;
localparam SM_TIMER			 = 1;
localparam SM_EXTRACTINIT		 = 2;
localparam SM_EXTRACTREADY	 = 3;
localparam SM_EXTRACTNEXT	 = 4;
localparam SM_EXTRACTSAVE = 5;
localparam SM_EXTRACTCOMPLETE = 6;
reg	[(SM_STATEWIDTH-1):0]		state = SM_IDLE;			 
reg	[(SM_STATEWIDTH-1):0]		next_state = SM_IDLE;		 
reg	[31:0]							wait_timer;								 
reg										last_reset = 1'b0;		 
reg										last_OSD_STATUS;			 
reg	[7:0]								last_ioctl_index;			 
reg										last_ioctl_download = 0; 
reg	[DUMPWIDTH-1:0]				buffer_addr;
reg	[DUMPWIDTH-1:0]				buffer_length;
wire  [7:0]								buffer_data_in;
reg										buffer_write = 1'b0;
assign nvram_address = buffer_addr;
reg	[DUMPWIDTH-1:0]				compare_length = 1'b0;
reg										compare_nonzero = 1'b1;	 
reg										compare_changed = 1'b1;	 
wire [7:0] 								check_mask_out  ;
wire 										check_mask = check_mask_out[2:0]  ;
spram_hs #(.aWidth(DUMPWIDTH-3),.dWidth(1))
mask_ram (
	.clk(clk),
	.addr(downloading_config ? ioctl_addr[DUMPWIDTH-1:3] : buffer_addr[DUMPWIDTH-1:3]),
	.we(downloading_config && ioctl_wr),
	.d(ioctl_dout[ioctl_addr[2:0]]),
	.q(check_mask_out)
);
spram_hs #(.aWidth(DUMPWIDTH),.dWidth(8))
nvram_buffer (
	.clk(clk),
	.addr((downloading_dump || uploading_dump) ? ioctl_addr[DUMPWIDTH-1:0] : buffer_addr),
	.we(downloading_dump ? ioctl_wr : buffer_write),
	.d(downloading_dump ? ioctl_dout : nvram_data_out),
	.q(ioctl_din)
);
always @(posedge clk)
begin
	if ((last_ioctl_download != ioctl_download) && (ioctl_download == 1'b0))
	begin
		if (last_ioctl_index==CONFIGINDEX) downloaded_config <= 1'b1;
		if (last_ioctl_index==DUMPINDEX) downloaded_dump <= 1'b1;
	end
	last_ioctl_download <= ioctl_download;
	last_ioctl_index <= ioctl_index;
	last_OSD_STATUS <= OSD_STATUS;
	last_reset <= reset;
	if (last_reset == 1'b1 && reset == 1'b0)
	begin
		next_state <= SM_IDLE;
		state <= SM_IDLE;
		extracting_dump <= 1'b0;
		buffer_length <= (2**DUMPWIDTH) - 1'b1;
	end
	else
	begin
		if(last_OSD_STATUS==1'b0 && OSD_STATUS==1'b1 && extracting_dump==1'b0 && uploading_dump==1'b0)
		begin
			extracting_dump <= 1'b1;
			state <= SM_EXTRACTINIT;
		end
		if (extracting_dump == 1'b1)
		begin
			case (state)
				SM_EXTRACTINIT:  
					begin
						buffer_addr <= 1'b0;
						buffer_write <= 1'b0;
						compare_nonzero <= 1'b0;
						compare_changed <= 1'b0;
						compare_length <= 1'b0;
						pause_cpu <= 1'b1;
						state <= SM_TIMER;
						next_state <= SM_EXTRACTREADY;
						wait_timer <= PAUSEPAD;
						ioctl_upload_req <= 1'b0;
					end
				SM_EXTRACTREADY:
					begin
						buffer_write <= 1'b1;
						compare_length <= compare_length + 1'b1;
						state <= SM_EXTRACTNEXT;
					end
				SM_EXTRACTNEXT:
					begin
						if ((nvram_data_out != ioctl_din) && (downloaded_config == 1'b0 || check_mask == 1'b1))  
						begin
							compare_changed <= 1'b1;  
						end
						if (nvram_data_out != 8'b0)
						begin
							compare_nonzero <= 1'b1;  
						end
						buffer_write <= 1'b0;
						buffer_addr <= buffer_addr + 1'b1;
						if (compare_length == buffer_length)
						begin
							state <= SM_TIMER;
							next_state <= SM_EXTRACTSAVE;
							wait_timer <= PAUSEPAD;
						end
						else
						begin
							state <= SM_TIMER;
							next_state <= SM_EXTRACTREADY;
							wait_timer <= 1'b0;
						end
					end
				SM_EXTRACTSAVE:
					begin
						if (compare_changed == 1'b1 && compare_nonzero == 1'b1 && autosave == 1'b1)
						begin
							ioctl_upload_req <= 1'b1;
						end
						pause_cpu <= 1'b0;
						state <= SM_TIMER;
						next_state <= SM_EXTRACTCOMPLETE;
						wait_timer <= 4'd4;
					end
				SM_EXTRACTCOMPLETE:
					begin
						extracting_dump <= 1'b0;
						ioctl_upload_req <= 1'b0;
						state <= SM_IDLE;
					end
			endcase
		end
		if(state == SM_TIMER)  
		begin
			if (paused == 1'b0 || pause_cpu == 1'b1)
			begin
				if (wait_timer > 1'b0)
					wait_timer <= wait_timer - 1'b1;
				else
					state <= next_state;
			end
		end
	end
end
endmodule
module spram_hs #(
	parameter dWidth=8,
	parameter aWidth=8
)(
	input								clk,
	input			[aWidth-1:0]	addr,
	input			[dWidth-1:0]	d,
	input								we,
	output reg	[dWidth-1:0]	q
);
reg [dWidth-1:0] ram [2**aWidth-1:0];
always @(posedge clk) begin
	if (we) ram[addr] <= d;
	q <= ram[addr];
end
endmodule
File: /design/flow/run.sh
#!/bin/bash
# OpenROAD 26Q1-2900-gdf79404cd8, Yosys 0.63+post, stock flow scripts
make -C /OpenROAD-flow-scripts/flow DESIGN_CONFIG=/design/flow/config.mk WORK_HOME=/design/flow/orfs finish
==> writeup.txt <==
The largest total area in the synthesized netlist belongs to sky130_fd_sc_hd__edfxtp_1. Timing analysis after detailed placement gives a worst setup slack of 22.72 ns. Before antenna repair, the detailed router went through 6 iterations. Looking at the cell usage after synthesis, the top flip-flop cell is sky130_fd_sc_hd__edfxtp_1.

The logs give 218 for the number of buffers created by CTS and 53.9k for the via count of the first global-routing pass. Between clock sinks in the finished design, the worst skew comes to 0.0321 ns. The height of the die came out at 467 um.

In this run, distinct cell masters in the synthesized netlist total 72. The slew at the pin closest to its max-slew limit was 1.11 ns; the setup slack on the worst flop-to-flop path was 30.86 ns. The count of buffers from port buffering works out to 57. The number of gates resized after cts came out at 0. According to the dpl log, the detail-placed design has an HPWL of 138000 um. The overall die size recorded for this design is 218000 sq um.

The total clock sinks is 2161. In this run the critical register-to-register path is launched from buffer_addr[0]. The type of destination of the critical path is a flop.

The DRC violation total left in the routed layout is recorded as 0. The setup slack of the critical path after layout is 23.51 ns, and the number of violations reported at the end of detailed-routing iteration 0 is 3761. With the latest clock arrival within the worst-skew pair at 0.86 ns, the worst endpoint required time is 37.48 ns. Gate count after technology mapping: 6285. The post-synth register bit count is 2161. The tools report the post-route antenna net violation count as 0. After global routing the overflow that remains totals 0.

Entering global routing, the biggest net connects 135 pins. Counting flops with a built-in enable in the synthesized netlist gives 2134. The overall die width is 467 um. By area the synthesized netlist is led by sky130_fd_sc_hd__edfxtp_1, sky130_fd_sc_hd__nand2_1, sky130_fd_sc_hd__a21oi_1, sky130_fd_sc_hd__and3_1, sky130_fd_sc_hd__a211oi_1. STA classifies the critical path startpoint as a primary input.

The data arrival time of the critical path was 13.96 ns. The origin of the worst min-delay path is next_state[1]. Setup repair after global routing left no endpoint under its margin. For this configuration, the core starts out at a cell density of 40.3%.

The average instance area after synthesis was 13.8 sq um. The most critical min-delay path falls under reg2reg. The final tally of hold violations is 0.

The tools report the CTS H-tree depth as 4. For the number of standard cells reported by yosys, the log shows 6285. The standard cell core area was 215000 sq um.

The critical path's largest stage delay is 0.72 ns. The tools report the root buffer selected by CTS as sky130_fd_sc_hd__clkbuf_16. The number of cells traversed by the worst hold path was 2; the number of vias per cell after detailed routing was 5.65.

The worst register-to-register path has a depth of 13. In this run the deepest clock path goes through 3 buffers. In this run the count of I/O pins placed on the die edge is 75. The number of warnings in the stage logs was 49. In the global route stage, overall resource usage came out at 23.3%. The share of async-settable or async-resettable flops after synthesis is 0%. Most frequent cell on the critical path: sky130_fd_sc_hd__buf_4.

The proportion of layout cells with a drive suffix above 1 was 8.19%; the final wirelength was 233000 um. Per the repair_timing log after CTS, setup buffers inserted total 0. For the placer's final routability congestion estimate, the log shows 0.919. The number of warning messages in the yosys log was 4.

The cell area that synthesis handed to floorplanning was 86500 sq um. TritonCTS built the clock tree. The average wire length per cell after detail routing was 24.9 um; the first-pass GRT wire length was 346000 um. The flow ran to the end, and the final reports show no timing, DRC or antenna violations. For the final routed database, the setup TNS stands at 0 ns. Per the finish-stage timing summary, setup violations number 0. The final max-slew violation count recorded for this run is 0. For reference, the most critical setup path is categorized as in2reg. The worst IR drop on VDD was 0.0408 mV; the proportion of synthesized chip area in sequential cells was 74.7%. For the number of antenna violations at the first check in global routing, the log shows 5. The run gives 25.9% for the relative max-transition margin. The report lists the number of standard-cell rows as 170. Per the detail_route report, the via count comes to 52.8k. From synthesis to final layout, the design area changed by 12.4%. Walking the worst path, the cells encountered are clkdlybuf4s50_1 > or4b_1 > o31ai_4 > and2_4 > buf_4 > buf_12 > buf_4 > buf_4 > buf_4 > a21oi_1 > a32o_1 > a31oi_1 > a21oi_1 > a31oi_1 > or4_1. The final-layout worst hold slack is 0.464 ns. With the register clock-pin slew on the reported worst setup and hold paths at 0.06 ns, the power per cell area is 54.6 nW/um^2. Utilization after layout: 45.3%. The logs give 0 for the max-cap check violation count and 0 for the count of hold buffers inserted by post-cts repair.

Per the STA report, the cell with the highest stage delay on the worst path is sky130_fd_sc_hd__buf_4. The maximum net fanout on the critical path was 115. The leakage component of the power was reported as 32.1 nW. The chip area line in the Yosys stat output reads 86500 sq um. Dividing the final minimum period by the clock period gives 35.9%. Of the post-synthesis cell area, the dominant cell type holds 74.1%.

The time the worst path needs with I/O delays and setup was 13.19 ns. The endpoint identified for the worst register-to-register timing path is nvram_buffer.q[5]. Hold analysis lists the worst path endpoint as next_state[1]. The fmax is 0.0758 GHz.
==> synth_stat cells, types with 20 or more instances <==
master                        n
sky130_fd_sc_hd__a22o_1      23
sky130_fd_sc_hd__or4_1       44
sky130_fd_sc_hd__o22ai_1     20
sky130_fd_sc_hd__and3_1     237
sky130_fd_sc_hd__dfxtp_1     27
sky130_fd_sc_hd__a221o_1     56
sky130_fd_sc_hd__a211o_1     22
sky130_fd_sc_hd__clkbuf_1   251
sky130_fd_sc_hd__nor4_1      28
sky130_fd_sc_hd__inv_1       21
sky130_fd_sc_hd__a221oi_1    39
sky130_fd_sc_hd__a21oi_1    399
sky130_fd_sc_hd__a32o_1      77
sky130_fd_sc_hd__buf_1       61
sky130_fd_sc_hd__a31oi_1    172
sky130_fd_sc_hd__nand3_1    143
sky130_fd_sc_hd__nor2_1     343
sky130_fd_sc_hd__edfxtp_1  2134
sky130_fd_sc_hd__a32oi_1     38
sky130_fd_sc_hd__a311oi_1    48
sky130_fd_sc_hd__nand2_1   1393
sky130_fd_sc_hd__mux2i_1    128
sky130_fd_sc_hd__a211oi_1   180
sky130_fd_sc_hd__o21ai_0     54
sky130_fd_sc_hd__buf_2      114
==> cell usage in the layout (no fill, tap or decap), types with 52 or more instances in the layout <==
| cell | count |
|---|---|
| sky130_fd_sc_hd__a211oi_1 | 180 |
| sky130_fd_sc_hd__a32o_1 | 77 |
| sky130_fd_sc_hd__buf_4 | 183 |
| sky130_fd_sc_hd__edfxtp_1 | 2134 |
| sky130_fd_sc_hd__clkbuf_16 | 220 |
| sky130_fd_sc_hd__nand3_1 | 140 |
| sky130_fd_sc_hd__a31oi_1 | 172 |
| sky130_fd_sc_hd__clkdlybuf4s50_1 | 57 |
| sky130_fd_sc_hd__o21ai_0 | 54 |
| sky130_fd_sc_hd__clkinv_1 | 52 |
| sky130_fd_sc_hd__nand2_1 | 1391 |
| sky130_fd_sc_hd__a221o_1 | 56 |
| sky130_fd_sc_hd__mux2i_1 | 125 |
| sky130_fd_sc_hd__clkbuf_1 | 57 |
| sky130_fd_sc_hd__a21oi_1 | 399 |
| sky130_fd_sc_hd__and3_1 | 237 |
| sky130_fd_sc_hd__nor2_1 | 343 |
==> cell type report <==
type	count	area (sq um)
Clock buffer	281	5770
Clock inverter	117	921
Inverter	21	78.8
Fill cell	18100	117000
Antenna cell	5	12.5
Tap cell	2838	3550
Multi-Input combinational cell	3671	20200
Sequential cell	2161	64600
Timing Repair Buffer	245	2040
==> worst max-delay path by stage <==
stage / start / end / slack (ns) / cells past startpoint
4_1_cts: ioctl_index[0] / nvram_buffer.q[5] / 23.62 / 15
5_1_grt: ioctl_index[0] / nvram_buffer.q[1] / 23.03 / 12
6_report: ioctl_index[0] / nvram_buffer.q[5] / 23.51 / 15
==> stage by stage <==
| stage | area [sq um] | power [W] | cells |
|---|---|---|---|
| finish | 97200 | 0.00531 | 9339 |
| global route | 97200 | 0.00549 | 9336 |
| CTS | 97200 | 0.00535 | 9334 |
| detailed placement | 90500 | 0.00327 | 8936 |
| global placement | 90500 | 0.00326 | 8936 |
| floorplan | 86500 | 0.00308 | 6285 |
==> cell families after synthesis <==
| kind of cell | synth area share, % |
|---|---|
| simple gates | 11.3 |
| flops | 74.7 |
| compound gates | 9.84 |
| buf+inv | 2.15 |
| mux | 1.72 |
| xor+xnor | 0.203 |
| fa+ha+maj | 0.0434 |
| other cells | 0.00434 |
==> sequential cells by signal (all words and copies together), names as in the netlist, 3 cells and up <==
name and flops:
last_ioctl_index 8, state 3, nvram_buffer.q 8, mask_ram.ram 32, nvram_buffer.ram 2048, next_state 3
wait_timer 32, buffer_addr 8, compare_length 8
==> report_power, final <==
part           internal (W)  switching, W
clock               0.00118      0.000913
sequential          0.00275     0.0000277
combinational      0.000127      0.000320
total               0.00405       0.00126
==> layer usage <==
layer,share of wire [%],global-route usage (%),vias up
met4,3.4,6.25,8
li1,-,-,24000
met3,14,14.1,454
met1,36,30.8,25800
met5,0.077,0.571,-
met2,46,34.2,2506
==> critical path: cells and delay by family <==
kind                   cells  cell delay (ns)
and+or+nand+nor            3             1.44
AOI/OAI and AO/OA          6             1.55
buffers and inverters      6             3.13
Power and IR drop assume default switching activity.
